===== ./design.v =====
module register_reset #(parameter WIDTH=8, parameter RSTVAL=8'b0) (
  input clk, rst,
  input load,
  input [WIDTH-1:0] in,
  output reg [WIDTH-1:0] out
);
  always @(posedge clk or negedge rst) begin
    if (!rst) out <= RSTVAL;   
    else if (load) out <= in;  
  end
endmodule
module sp_reg (
  input clk, rst,
  input enable,
  input push, pop,
  output wire [31:0] sp
);
  wire [31:0] sp_out;
  assign sp = pop ? sp_out + 32'd2 : sp_out;  
  wire [31:0] sp_in;
  assign sp_in = push ? sp_out - 32'd2 : sp_out + 32'd2;  
  register_reset #(.WIDTH(32), .RSTVAL({32'hFFFFFFFE})) sp_regi (.clk(clk), .rst(rst),
                                                                 .load(enable && (push || pop)),
                                                                 .in(sp_in),
                                                                 .out(sp_out));
endmodule

===== ./run.sh =====
#!/bin/bash
# OpenROAD 26Q1-2900-gdf79404cd8, Yosys 0.63+post, stock flow scripts
make -C /OpenROAD-flow-scripts/flow DESIGN_CONFIG=/design/flow/config.mk WORK_HOME=/design/flow/orfs finish

===== ./config.mk =====
export PLATFORM = sky130hd
export DESIGN_NAME = sp_reg
export DESIGN_NICKNAME = sp_reg
export VERILOG_FILES = /design/flow/design.v
export SDC_FILE = /design/flow/constraint.sdc
export NUM_CORES = 4
export LEC_CHECK = 1
export CORE_UTILIZATION = 30

===== ./constraint.sdc =====
current_design sp_reg

set clk_period 6.8
set clk_io_pct 0.2

create_clock -name clk0 -period $clk_period [get_ports {clk}]

set non_clock_inputs [all_inputs -no_clocks]
set_input_delay [expr $clk_period * $clk_io_pct] -clock clk0 $non_clock_inputs
set_output_delay [expr $clk_period * $clk_io_pct] -clock clk0 [all_outputs]

==> run notes <==
Notes on the physical design

The run finished with clean final reports. OpenROAD emitted warnings numbering 26. The post-synthesis sequential area ratio is 0.3145. In this run, the synthesized area fraction spent on adder and majority cells is recorded as 0.009662.

The CTS buffer count is 5. The register ranked first by flip-flop count is sp_regi.out. The largest registers in the layout are sp_regi.out: 31 flops. In this run the core area contains 33 standard-cell rows. The cell class contributing the biggest share of worst-path delay is buffers and inverters. The launch point of the critical path is pop. The floorplan step set the die height to 94.92 µm. The total wire length after detailed routing is 6646 µm.

The instance tally after logic synthesis is around 300. Of the total synthesized cell area, the portion taken by XOR and XNOR cells is 0.2029. The clock edge transition at the registers on the reported setup and hold paths is 0.06 ns. The pin count of the biggest net entering global routing is 32.

A synthesized cell averages 8.409 µm². The critical path contains buffers and inverters numbering 2 combined. Per the hold report, the tightest min-delay path originates at sp_regi.out[31]$_DFFE_PN1P_. The worst register-to-register path begins at sp_regi.out[18]$_DFFE_PN1P_.

Nets still carrying antenna violations after routing amount to 0. The placeable core area is approximately 8300 µm². In the synthesis report, Yosys lists the chip area as 2590 µm².

The worst slew slack as a fraction of its limit is 0.5070. Among the stages of the critical path, the cell type that occurs most often is clkdlybuf4s50_1. For reference, the mux area share after synthesis is 0. The maximum ir drop on the vdd rail is 139.8 µV. The path class of the tightest hold or removal check is reg2reg. The script logs the ratio of routed vias to standard cells as around 5.2. The number of warnings printed during yosys synthesis is 1. Looking at area per cell type in the netlist, the leader is dfstp_2. The number of antenna violations at the first check in global routing is 0. Antenna repair during routing inserted a diode count of 0.

The post-layout period usage of the worst path is 0.7630. The critical path launch point type is an input port. Of all flip-flops after synthesis, the portion carrying an async set or reset was 1.000. In this run the tool buffered the top-level ports with 35 buffer cells.

The register with the most flip-flops in the layout has 31 of them. Per the Yosys statistics, synthesis produced 308 cells. From synthesis to final layout, the design area changed by 17.87%. Post-CTS repair changed the size of 0 cells. The initial utilization of the core area, before any placement, comes to 0.3121. CTS placed an instance of clkbuf_8 at the clock tree root. The setup fix buffers added after clock tree synthesis is 0.

The boundary pin count is 37. The first global-routing pass estimated 10920 µm of wire. Traced cell by cell, the critical path runs through clkdlybuf4s50_1, and3_1, nand3_1, or3_1, nor3_1, xor2_1, clkdlybuf4s50_1. In this run the power density over the cells is between 300 and 400 nW/µm². Per the synthesis report, the AND-OR/OR-AND share of the synthesized area is 0.08406. Per the final layout report, the fraction of cells sized above drive strength 1 comes to 0.1636. The global placement routability congestion is roughly 0.9. The accumulated negative setup slack is 0 ns.

For the worst-skew pair, the clock arrives at the later sink with an insertion delay of roughly 0.28 ns. The final number of hold-violating endpoints is 0. The max-slew violation count is 0. In this run, synthesis inferred 0 flip-flops with an integrated enable.

The flip-flop and latch count after synthesis is 31. The worst-path cell with the longest stage delay is clkdlybuf4s50_1. Summing every instance area after synthesis gives around 2600 µm². The category of the critical setup timing path is in2out. The count of vias placed by the detailed router is 2246.

The post-synthesis share of cell area spent on and, or, nand and nor gates is 0.3227. Per the OpenROAD power report, leakage power amounts to between 0.001 and 0.0015 µW. Endpoints with negative setup slack in the final report add up to 0. The actual transition at the worst max-transition pin is 0.7339 ns.

Sorting the synthesized cells by area gives the leading types as dfstp_2 (31%), xnor2_1 (13%), xor2_1 (7.1%). The post-CTS hold buffer count recorded in the log is 0. The kind of end point of the critical path is an output pin. The number of clock sinks seen by CTS is 31. The total die size is ~9000 µm².

The worst clock skew on the final layout is ~0.0044 ns. TritonRoute reported its final design rule violation total as 0. The portion of synthesized cell area occupied by the leading cell type is 0.3145. The die width is about 95 µm. The final-layout worst hold slack is a little under 0.5 ns. The gate-level netlist out of Yosys references roughly 45 unique cell types. The total overflow left after global routing is 0. Across every metal layer, demand over resource in global routing totals 0.1594.

The delay of the slowest cell on the worst path is 0.71 ns. After synthesis, the largest family of logic cells by area is simple AND/OR/NAND/NOR gates. The area taken by multi-input combinational cells is reported as 1608 µm². The number of H-tree levels is 2.

The signal arrival time at the worst endpoint is between 3 and 4 ns. Setup repair after global routing left no endpoint under its margin. In the log, the iteration count for the first detailed-route pass is 4.

The via count of the first global-routing pass is approximately 2.2k. STA lists the maximum fanout along the critical path as 11. The required time of the worst setup path is between 5 and 6 ns. The number of violations of the max-capacitance limit is 0. Among all flip-flop cells after synthesis, the most frequent one is dfstp_2.

The first routing iteration left about 140 violations. TritonRoute output was used to compute an average wire per cell of between 15 and 20 µm. The half-perimeter wire length after detailed placement is between 4000 and 5000 µm. Fill cells in the final layout number 847. The smallest clock period supported by the final layout is computed as between 5 and 6 ns. TritonCTS built the clock tree. The sequential cell area is 814.5 µm². The achievable frequency is ~190 MHz. The buffer depth of the longest clock path is 2.
-- final cells by class --
cell class / instances / area share
Multi-Input combinational cell: 240 / 0.5266
Sequential cell: 31 / 0.2668
Timing Repair Buffer: 38 / 0.1221
Tap cell: 105 / 0.04303
Clock buffer: 8 / 0.03279
Inverter: 7 / 0.008607
-- cells in the final DEF (no fill, tap or decap), drive strengths merged, types with 2 or more instances in the layout --
master / n
a21oi: 8
a31oi: 4
and2: 4
and3: 9
and4: 5
and4b: 2
buf: 3
clkbuf: 8
clkdlybuf4s50: 35
dfstp: 31
ha: 2
inv: 7
nand2: 27
nand2b: 2
nand3: 13
nand4: 12
nor2: 15
nor2b: 2
nor3: 15
nor4: 21
nor4b: 2
o21ai: 13
o22ai: 2
or2: 2
or3: 5
or4: 5
xnor2: 39
xor2: 21
-- logic make-up (layout without fill, tap and decap cells) --
family                   count (synthesis)  after routing
AND-OR/OR-AND                           35             35
XOR/XNOR                                60             60
adder cells (fa/ha/maj)                  2              2
buffers and inverters                   37             53
flip-flops                              31             31
other                                    1              1
AND/OR/NAND/NOR                        142            142
-- power by group --
part	switching, µW	total (µW)	internal (µW)	leakage, µW
Combinational	140	358	219	0.000673
Clock	70.4	163	92.4	0.0000515
Sequential	132	421	289	0.000323
Total	342	942	600	0.00105
-- cell usage after synthesis (2+ instances only) --
cell type   n
xor2_1     21
o22ai_1     2
a21oi_1     8
nor4b_1     2
and4_1      5
ha_1        2
or3_1       5
or2_2       2
nand2b_1    2
inv_1       7
nor2_1     15
nor4_2      4
and2_1      4
a31oi_1     4
nand2_1    27
nand4_1    12
xnor2_1    39
nor3_1     13
nand3_1    13
and3_1      9
dfstp_2    31
clkbuf_1   14
o21ai_0    12
or4_1       2
nor4_1     17
and4b_1     2
buf_2      13
nor2b_1     2
or4_4       3
-- per-layer routing --
layer	part of all wire	up-vias	GRT usage	routed length [µm]
li1	-	1120	-	-
met1	0.48	1044	0.2551	3220
met2	0.44	74	0.2308	2929
met3	0.061	8	0.02614	408
met4	0.013	0	0.02778	87
met5	0	-	0	0
-- metrics by stage --
stage	instances	power, µW	area (µm²)	setup WS (ns)	util
global placement	421	773.0	2953	1.650	0.3558
finish	429	941.9	3053	1.611	0.3679
detailed placement	421	774.5	2953	1.610	0.3558
floorplan	308	607.7	2590	3.016	-
CTS	429	948.1	3053	1.606	0.3679
global route	429	1011	3053	1.426	0.3679
-- worst reg2reg max path: stages, from the launching register on --
cell and delay [ns]:
dfstp_2 0.61, nand4_1 0.23, nor3_1 0.68, a31oi_1 0.19, a2111oi_2 0.38, o21ba_1 0.16
-- path summary, 6_finish.rpt --
path | cells after the start | end | slack [ns]
min | 1 | sp_regi.out[31]$_DFFE_PN1P_ | 0.50
max in group asynchronous | 2 | sp_regi.out[25]$_DFFE_PN1P_ | 5.01
min reg2reg | 1 | sp_regi.out[31]$_DFFE_PN1P_ | 0.50
max reg2reg | 5 | sp_regi.out[26]$_DFFE_PN1P_ | 4.50
min in group asynchronous | 2 | sp_regi.out[13]$_DFFE_PN1P_ | 1.76
max | 7 | sp[29] | 1.61
Power figures rest on the tool's default switching activity, not on a simulated workload.
