**flow/design.v**
```verilog
module register_file (
  input clk, rst,
  input write,
  input [2:0] wreg, rreg1, rreg2,
  input [15:0] wd,
  output wire [15:0] rd1, rd2
);
  integer i;
  reg [15:0] regfile[0:7];
  assign rd1 = (write && rreg1 == wreg) ? wd : regfile[rreg1];
  assign rd2 = (write && rreg2 == wreg) ? wd : regfile[rreg2];
  always @(posedge clk or negedge rst) begin
    if (!rst) begin
      for (i = 0; i < 8; i = i + 1)
        regfile[i] <= 16'b0;
    end else if (write) begin
      regfile[wreg] <= wd;
    end
  end
endmodule
module rd_wr_unit (
  input clk, rst,
  input dirty, skip,
  input [2:0] wreg, rreg1, rreg2,
  input [15:0] wd,
  output wire [15:0] rd1, rd2
);
  wire write;
  assign write = !dirty && !skip;
  register_file regi_file (.clk(clk), .rst(rst),
                           .write(write),
                           .wreg(wreg), .rreg1(rreg1), .rreg2(rreg2),
                           .wd(wd),
                           .rd1(rd1), .rd2(rd2));
endmodule
```
**flow/constraint.sdc**
```tcl
current_design rd_wr_unit

set clk_period 6.8
set clk_io_pct 0.2

create_clock -name clk0 -period $clk_period [get_ports {clk}]

set non_clock_inputs [all_inputs -no_clocks]
set_input_delay [expr $clk_period * $clk_io_pct] -clock clk0 $non_clock_inputs
set_output_delay [expr $clk_period * $clk_io_pct] -clock clk0 [all_outputs]
```
**flow/run.sh**
```bash
#!/bin/bash
# OpenROAD 26Q1-2900-gdf79404cd8, Yosys 0.63+post, stock flow scripts
make -C /OpenROAD-flow-scripts/flow DESIGN_CONFIG=/design/flow/config.mk WORK_HOME=/design/flow/orfs finish
```
**flow/config.mk**
```make
export PLATFORM = sky130hd
export DESIGN_NAME = rd_wr_unit
export DESIGN_NICKNAME = rd_wr_unit
export VERILOG_FILES = /design/flow/design.v
export SDC_FILE = /design/flow/constraint.sdc
export NUM_CORES = 4
export LEC_CHECK = 1
export CORE_UTILIZATION = 50
```
==> out/notes.md <==
The fraction of layout instances using a drive strength above 1 was 0.274; the adder-cell share of the synthesized area was 0. The flow ran to the end, and the final reports show no timing, DRC or antenna violations. Max-cap violations in this run came to 0. The peak per-stage delay on the critical path is 0.84 ns, and the post-synthesis instance total is 692.

Walking the worst path, the cells encountered are clkdlybuf4s50_1, or2_1, o22ai_1, a221oi_1, a21o_1, clkdlybuf4s50_1. Total half-perimeter wirelength after legalization and detailed placement: 13.2 mm. Number of detailed-route iterations in the first pass: 5. The aoi/oai-family share of the synthesized area was 0.121. The synthesis stat section lists a flop and latch total of 128. The worst hold slack across all endpoints is 0.525 ns.

The path category of the worst min-delay check was flip-flop to flip-flop. For the via count of the first global-routing pass, the log shows 5,640. The final period demand of the worst path came out at 5.52 ns. The total power divided by cell area is 295 mW/mm^2. The highest net fanout along the worst path is 15.

In the final layout, the registers with the most flip-flops are regi_file.regfile: 128 flops. The proportion of register bits with asynchronous set or reset after synthesis is 1.00. The worst slew margin relative to its limit is 0.345, and the routed length per placed instance is 23.4 microns. The simple logic cell fraction of the synthesized area came out at 0.112. The CTS buffer count is 17. CTS placed an instance of clkbuf_16 at the clock tree root.

The total negative slack was 0 ns. The congestion estimate from routability-driven global placement came to 0.915. The xor/xnor cell area share of the yosys netlist was 0.00685. The leakage component of the power was reported as 3.79 nW. For the leftover overflow at the end of global routing, the log shows 0. With the routed wire length at 21.3 mm, the critical path data arrival time is 4.16 ns. Nets still carrying antenna violations after routing amount to 0. The number of design rule violations left after detail routing is 0, and the multiplexer share of the synthesized area is 0.274.

The run gives 11.1 sq um for the average size of a mapped cell. In this run the cell area of the synthesized design comes to 0.00767 sq mm. The logs give 0.00320 sq mm for the register area and 61 for the top-level port count. The run gives 0.812 for the ratio of final minimum period to clock period. The number of buffers inserted to repair setup after CTS was 0. More flip-flops sit in one register than any other, and that register is regi_file.regfile. The tools report the number of inserted diodes as 0. The run gives 25 for the total tool warning count. Sorting the Yosys area breakdown by cell type puts at the top dfrtp_1. The run gives 0 for the count of hold-fix buffers inserted at cts. The post-route core utilization is 0.595. The run gives 0.227 mV for the maximum VDD drop. The count of H-tree levels built during CTS is 4, and the final count of pins violating max slew is 0.

Clock skew on the completed layout was measured at 0 ns. The number of different library cells used by synthesis comes to 54. Dominant kind of combinational cell: multiplexers.

Entering global routing, the biggest net connects 51 pins. The post-synth count of flops with an enable pin is 0. Counting instances in the post-synthesis netlist gives the leading cell types as 128 x dfrtp_1, 124 x mux2_2, 56 x nor2_1.

Setup repair after global routing left no endpoint under its margin. The most used flip-flop cell was dfrtp_1. The tools report the total design power as 2.59 mW.

With the chip area at 0.0158 sq mm, the count of input and output buffers is 60. The tools report the count of routing violations after the opening detailed-route iteration as 388. Per the Yosys statistics, synthesis produced 692 cells. The final-report hold violation count was 0; the area taken by multi-input logic gates was 0.00394 sq mm.

The floorplan core density is 0.520, and the buffer depth of the longest clock path is 2. For this design, the sink count on the clock tree is 128. For the sequential share of the synthesized area, the log shows 0.418. For reference, the most critical setup path is categorized as input pin to output port.

Dividing the detail-routed via count by the number of cells gives 6.29. STA classifies the critical path endpoint as an output port. The logs give 0.00767 sq mm for the area of the synthesized netlist per yosys stat and 0.181 GHz for the maximum operating frequency. The first-pass GRT wire length is 33.5 mm, and the via count is 5,744. The vertical die dimension reported for this design is 126 microns.

The kind of start point of the critical path was an input pin. TritonCTS built the clock tree. The floorplan step defined a core boundary enclosing 0.0148 sq mm. Measured along the x axis, the die boundary spans 126 microns. With the count of synthesis-stage warnings from yosys at 2, the area growth from synthesis to final layout is 14.5%. The most repeated library cell on the critical path is clkdlybuf4s50_1. The run gives 883 for the number of cells after detailed placement. The timing report gives the clock slew at the launch and capture registers of the worst setup and hold paths as 0.06 ns. In the final report, the number of endpoints failing setup comes to 0. The skew report gives the latency at the later pin of the worst-skew pair as 0.41 ns. After floorplanning, the core was divided into 44 placement rows. For the final-layout fill cell count, the log shows 1,185. The area share of the largest cell type after synthesis works out to 0.418. The pin closest to its max-slew limit shows a slew of 0.983 ns. With the endpoint required time on the critical path at 5.44 ns, the combined global-route utilization of all metal layers is 0.292. The most repeated cell in the gate-level netlist after synthesis was dfrtp_1. Once layout is complete, the cells apart from fillers number 913.

With the number of antenna violations at the first check in global routing at 0, the number of flip-flops under the largest register name is 128. On the critical path, the stage with the largest delay is an instance of or2_1. For the post-cts resize count, the log shows 0. By area the synthesized netlist is led by dfrtp_1 42%, mux2_2 18%, mux2i_1 6.4%, nor2_1 2.7%, o31ai_1 2.5%.
==> layout by cell type, fill, tap and decap left out, drive strengths merged, types with 4 or more instances in the layout <==
| master | netlist | layout |
|---|---|---|
| o221ai | 11 | 11 |
| o32ai | 7 | 7 |
| dfrtp | 128 | 128 |
| nand2 | 32 | 32 |
| clkbuf | 13 | 20 |
| nor2b | 28 | 28 |
| a21oi | 11 | 11 |
| nor2 | 57 | 57 |
| clkdlybuf4s50 | 0 | 55 |
| clkinv | 1 | 4 |
| buf | 55 | 20 |
| mux2i | 49 | 49 |
| o32a | 5 | 5 |
| o31ai | 26 | 26 |
| a221oi | 15 | 15 |
| xor2 | 6 | 6 |
| nor3 | 8 | 8 |
| nor3b | 7 | 7 |
| mux2 | 134 | 134 |
| o2bb2ai | 8 | 8 |
| o22ai | 17 | 17 |
| a22o | 5 | 5 |
| nand4b | 5 | 5 |
| inv | 31 | 32 |
| a221o | 5 | 5 |
==> critical path: cells and delay by family <==
family | cells | cell delay, ns
buffers and inverters | 2 | 1.28
AND-OR/OR-AND | 3 | 0.67
AND/OR/NAND/NOR | 1 | 0.84
==> logic make-up after synthesis <==
group	Yosys count
mux	186
xor+xnor	6
buf+inv	100
flops	128
simple gates	154
compound gates	118
==> final timing paths <==
check	slack, ns	cells after the start	from	endpoint
min	0.52	1	regi_file.regfile[2][11]	regi_file.regfile[2][11]
max	1.28	6	rreg1[1]	rd1[14]
max reg2reg	5.98	1	regi_file.regfile[4][15]	regi_file.regfile[4][15]
min in group asynchronous	0.98	1	rst	regi_file.regfile[3][15]
min reg2reg	0.52	1	regi_file.regfile[2][11]	regi_file.regfile[2][11]
max in group asynchronous	4.73	2	rst	regi_file.regfile[4][5]
==> stage by stage <==
step	area (sq um)	setup WS (ns)
4_1_cts	8780	1.34
2_1_floorplan	7670	3.03
5_1_grt	8780	1.14
3_3_place_gp	8190	1.36
3_5_place_dp	8190	1.35
6_report	8780	1.28
==> final cells by class <==
type                    count  area share
inverters                  32      0.0137
flip-flops and latches    128       0.365
well taps                 184      0.0262
clock inverters            10      0.0155
repair buffers             75      0.0787
clock buffers              20      0.0520
multi-input cells         464       0.449
==> power breakdown <==
part	internal (mW)	switching [mW]	total, mW
clock	0.590	0.324	0.914
sequential	0.941	0.145	1.09
combinational	0.350	0.239	0.590
total	1.88	0.708	2.59
==> metal layers <==
layer	routed length, microns	track usage	share of wire	vias to the layer above
li1	-	-	-	2582
met1	9420	0.431	0.44	2887
met2	9870	0.451	0.46	235
met3	1540	0.0784	0.072	40
met4	497	0.0631	0.023	0
met5	0	0	0	-
Power figures rest on the tool's default switching activity, not on a simulated workload.
