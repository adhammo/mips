<file path="run.sh">
#!/bin/bash
# OpenROAD 26Q1-2900-gdf79404cd8, Yosys 0.63+post, stock flow scripts
make -C /OpenROAD-flow-scripts/flow DESIGN_CONFIG=/design/flow/config.mk WORK_HOME=/design/flow/orfs finish
</file>
<file path="constraint.sdc">
current_design exec_unit

set clk_period 17.0
set clk_io_pct 0.2

create_clock -name clk0 -period $clk_period

set non_clock_inputs [all_inputs -no_clocks]
set_input_delay [expr $clk_period * $clk_io_pct] -clock clk0 $non_clock_inputs
set_output_delay [expr $clk_period * $clk_io_pct] -clock clk0 [all_outputs]
</file>
<file path="config.mk">
export PLATFORM = sky130hd
export DESIGN_NAME = exec_unit
export DESIGN_NICKNAME = exec_unit
export VERILOG_FILES = /design/flow/design.v
export SDC_FILE = /design/flow/constraint.sdc
export NUM_CORES = 4
export LEC_CHECK = 1
export CORE_AREA = 10 10 104 104
export DIE_AREA = 0 0 114 114
</file>
<file path="design.v">
module alu (
  input [2:0] func,
  input [15:0] a, b,
  output reg [15:0] r,
  output reg z, n, c
);
  parameter ADD = 3'b000;
  parameter SUB = 3'b001;
  parameter INC = 3'b010;
  parameter SHL = 3'b011;
  parameter SHR = 3'b100;
  parameter AND = 3'b101;
  parameter ORR = 3'b110;
  parameter NOT = 3'b111;
  always @(*) begin
    case (func)
      ADD: {c, r} = a + b;
      SUB: {c, r} = a - b;
      INC: {c, r} = a + 1'b1;
      SHL: {c, r} = {a[15], a << 1'b1};
      SHR: {c, r} = {a[0], a >> 1'b1};
      AND: {c, r} = {1'b0, a & b};
      ORR: {c, r} = {1'b0, a | b};
      NOT: {c, r} = {1'b0, ~a};
    endcase
    z = (r == 16'b0);
    n = r[15];
  end
endmodule
module exec_unit (
  input skip,
  input [2:0] func,
  input [15:0] a, b,
  output wire [15:0] r,
  output wire z, n, c
);
  wire zo, no, co;
  assign z = !skip ? zo : 1'b0;
  assign n = !skip ? no : 1'b0;
  assign c = !skip ? co : 1'b0;
  alu alu (.func(func),
           .a(a), .b(b),
           .r(r),
           .z(zo), .n(no), .c(co));
endmodule
</file>
==> qor.txt <==
Starting density of the core: 0.259
Io pins: 55
Worst min path class: in2out
Peak Freq: 84.0 MHz
Internal power: 51.9 µW
Switching power: 56.6 µW
DRC viols: 0
Most numerous logic cell after layout: clkdlybuf4s50_1
Pleak: 1.10 nW
Post-synth seq share: 0
Distinct lib cells: 63
Final hold violations: 0
Die height: 114 µm
Clock network power share: 0
CTS Hold Buffers Added: 0
Core area: 8680 µm²
Post-route core utilization: 0.330
Relative slew slack: 0.467
Via/cell ratio: 5.58
Worst Setup Start Kind: input pin
Switch share: 0.522
Total grt overflow: 0
Post-CTS setup buffer count: 0
Max cap viols: 0
Routed len/inst: 18.0 µm
Final min period: 11.91 ns
Final antenna diode count: 0
GRT Overall Usage: 0.129
Worst slew pin tran: 0.798 ns
Routed via count: 2,760
CLK BUF: 0
VDD IR max: 0.0176 mV
Combinational group share of total power: 1.000
Final ANT Viol Nets: 0
Critical path class: in2out
Endpoints failing setup: 0
Detailed Routing Iterations Pass 1: 5
Syn Inst Count: 348
Placed cells: 495
Total negative slack: 0 ns
Final Instance Count excl. Fillers: 495
Top Layout Cells: clkdlybuf4s50_1, nor2_1, nand2_1, o21ai_0, a21oi_1
Flop area: 0 µm²
Synth Warn #: 1
Final Slew Violations: 0
Chip area in the Yosys report: 2250 µm²
Final worst-path cycle share: 0.700
Synth Area per Inst: 6.46 µm²
First-pass GRT wire length: 14,000 µm
Worst EP required: 13.60 ns
Vias in the first global route: 2,553
Die footprint: 13,000 µm²
Pwr per Cell Area: 37.8 nW/µm²
I/O Buffers: 55
Antenna violations before repair: 0
DR iter-0 viols: 188
Tool warnings: 33
DP HPWL: 7190 µm
RSZ-0062 raised after global routing: no
Crit path DAT: 8.51 ns
Die width: 114 µm
Area Growth Syn to Fin: 27.6%
Crit path max fanout: 24
CP Capture Type: primary output
Std-Cell Rows: 34
Total Power: 108 µW
Layout cells sized above 1: 0.0439
Post-CTS resize count: 0
Fillers: 943
Final GP Congestion: 0.923
Mapped Area: 2250 µm²
Status: finished, final reports clean
WL final: 8910 µm
Register share of total power: 0
Pin count of the biggest net entering global routing: 39
Flip-flops: 0
Yosys cell count: 348
## per-layer routing
layer  track usage  share of wire
met1         0.186           0.45
met2         0.209           0.45
met3        0.0175          0.084
met4       0.00752         0.0081
met5             0              0
## power by group through the flow
stage         Combinational [mW]  Sequential, mW  Clock [mW]
finish                     0.108               0           0
global route               0.120               0           0
CTS                        0.109               0           0
## worst paths after layout
check / endpoint / start / cells past startpoint / slack [ns]
max: z / func[0] / 16 / 5.09
min: n / skip / 3 / 7.81
## area by class of cell
| type | instances | area, µm² | area share |
|---|---|---|---|
| multi-input cells | 313 | 2090 | 0.731 |
| repair buffers | 59 | 581 | 0.203 |
| well taps | 108 | 135 | 0.0471 |
| inverters | 15 | 56.3 | 0.0196 |
## critical path: stages
cell             delay, ns
clkdlybuf4s50_1       0.46
buf_4                 0.27
nand2b_1              0.28
nor2_1                0.47
o21ai_0               0.21
o21ai_0               0.37
ha_1                  0.38
and2_2                0.25
a221o_1               0.36
a21oi_1               0.16
o21ai_0               0.16
mux2i_1               0.17
a2111o_1              0.42
or4_1                 0.43
nor4b_2               0.22
clkdlybuf4s50_1       0.50
## logic make-up (layout without fill, tap and decap cells)
family / count (synthesis) / after routing / synth area share
XOR/XNOR: 14 / 14 / 0.0546
adder cells (fa/ha/maj): 19 / 19 / 0.109
AND-OR/OR-AND: 132 / 132 / 0.423
AND/OR/NAND/NOR: 140 / 140 / 0.309
multiplexers: 8 / 8 / 0.0362
buffers and inverters: 35 / 74 / 0.0679
## synth_stat cells (all sizes together), types with 5 or more instances
master	number	area (µm²)
nor2	43	161
nand2	29	109
o21ai	29	145
a21oi	21	105
ha	18	225
inv	15	56.3
nand3	15	75.1
buf	11	62.6
nand2b	11	68.8
a211oi	9	67.6
clkbuf	9	33.8
nor3	9	45.0
o211ai	8	65.1
o22ai	8	50.1
xnor2	8	70.1
mux2i	7	70.1
o31ai	7	52.6
and3	6	37.5
xor2	6	52.6
a211o	5	45.0
a21o	5	37.5
and2	5	32.5
nand3b	5	37.5
nor2b	5	38.8
## metrics by stage
stage / hold slack [ns] / cell area (µm²) / setup slack [ns]
after global routing: 7.87 / 2870 / 4.79
after floorplan: 6.81 / 2250 / 6.69
after CTS: 7.83 / 2870 / 5.13
after global placement: 7.83 / 2870 / 5.27
after detailed placement: 7.83 / 2870 / 5.17
final: 7.81 / 2870 / 5.09
No activity file was given, so power comes from the tool's default toggle rates.
